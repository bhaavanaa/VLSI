File: flow/run.sh
#!/bin/bash
# OpenROAD 26Q1-2900-gdf79404cd8, Yosys 0.63+post, stock flow scripts
make -C /OpenROAD-flow-scripts/flow DESIGN_CONFIG=/design/flow/config.mk WORK_HOME=/design/flow/orfs finish
File: flow/config.mk
export PLATFORM = sky130hd
export DESIGN_NAME = wallace
export DESIGN_NICKNAME = wallace
export VERILOG_FILES = /design/flow/design.v
export SDC_FILE = /design/flow/constraint.sdc
export NUM_CORES = 4
export LEC_CHECK = 1
export CORE_UTILIZATION = 30
File: flow/constraint.sdc
current_design wallace

set clk_period 8.6
set clk_io_pct 0.2

create_clock -name clk0 -period $clk_period

set non_clock_inputs [all_inputs -no_clocks]
set_input_delay [expr $clk_period * $clk_io_pct] -clock clk0 $non_clock_inputs
set_output_delay [expr $clk_period * $clk_io_pct] -clock clk0 [all_outputs]
File: flow/design.v
module wallace(a, b, q, s1, s2, s3, s4, s5, s6, c1, c2, c3, c4, c5, c6);
input [8:1] a, b;					 
wire [15:1] p1, p2, p3, p4, p5, p6, p7, p8;						 
output [15:1] s1, s2, s3, s4, s5, s6, c1, c2, c3, c4, c5;				 
output [16:1] c6;
wire car, car1, car2, car3, car4, car5, car6, car7, car8;
output [16:1] q;
wire carry;
assign p1[8:1]=b & {8{a[1]}};		 
assign p1[15:9]=7'b0;
assign p2[1]=1'b0;							
assign p2[9:2]=b & {8{a[2]}};
assign p2[15:10]=6'b0;
assign p3[2:1]=2'b0;							
assign p3[10:3]=b & {8{a[3]}};
assign p3[15:11]=5'b0;
assign p4[3:1]=3'b0;			
assign p4[11:4]=b & {8{a[4]}};
assign p4[15:12]=4'b0;
assign p5[4:1]=4'b0;
assign p5[12:5]=b & {8{a[5]}};
assign p5[15:13]=3'b0;
assign p6[5:1]=5'b0;
assign p6[13:6]=b & {8{a[6]}};
assign p6[15:14]=2'b0;
assign p7[6:1]=6'b0;
assign p7[14:7]=b & {8{a[7]}};
assign p7[15]=1'b0;
assign p8[7:1]=7'b0;
assign p8[15:8]=b & {8{a[8]}};
assign c1[1]=0;
assign c1[2]=0;														 
assign s1[1]=p1[1];
assign s1[2]=p1[2]^p2[2];
assign c1[3]=p1[2]&p2[2];
assign s1[3]=(p1[3]^p2[3])^p3[3];
assign c1[4]=(p1[3]&p2[3]) || (p2[3]&p3[3]) || (p3[3]&p1[3]);
assign s1[4]=(p1[4]^p2[4])^p3[4];
assign c1[5]=(p1[4]&p2[4]) || (p2[4]&p3[4]) || (p3[4]&p1[4]);
assign s1[5]=(p1[5]^p2[5])^p3[5];
assign c1[6]=(p1[5]&p2[5]) || (p2[5]&p3[5]) || (p3[5]&p1[5]);
assign s1[6]=(p1[6]^p2[6])^p3[6];
assign c1[7]=(p1[6]&p2[6]) || (p2[6]&p3[6]) || (p3[6]&p1[6]);
assign s1[7]=(p1[7]^p2[7])^p3[7];
assign c1[8]=(p1[7]&p2[7]) || (p2[7]&p3[7]) || (p3[7]&p1[7]);
assign s1[8]=(p1[8]^p2[8])^p3[8];
assign c1[9]=(p1[8]&p2[8]) || (p2[8]&p3[8]) || (p3[8]&p1[8]);
assign s1[9]=(p1[9]^p2[9])^p3[9];
assign c1[10]=(p1[9]&p2[9]) || (p2[9]&p3[9]) || (p3[9]&p1[9]);
assign s1[10]=(p1[10]^p2[10])^p3[10];
assign c1[11]=(p1[10]&p2[10]) || (p2[10]&p3[10]) || (p3[10]&p1[10]);
assign s1[15:11]=5'b0;
assign c1[15:12]=4'b0;
assign s2[1]=0;														 
assign s2[2]=0;
assign s2[3]=0;
assign c2[1]=0;
assign c2[2]=0;
assign c2[3]=0;
assign c2[4]=0;
assign c2[5]=0;
assign s2[4]=p4[4];
assign s2[5]=p4[5]^p5[5];
assign c2[6]=p4[5]&p5[5];
assign s2[6]=(p4[6]^p5[6])^p6[6];
assign c2[7]=(p4[6]&p5[6]) || (p5[6]&p6[6]) || (p6[6]&p4[6]);
assign s2[7]=(p4[7]^p5[7])^p6[7];
assign c2[8]=(p4[7]&p5[7]) || (p5[7]&p6[7]) || (p6[7]&p4[7]);
assign s2[8]=(p4[8]^p5[8])^p6[8];
assign c2[9]=(p4[8]&p5[8]) || (p5[8]&p6[8]) || (p6[8]&p4[8]);
assign s2[9]=(p4[9]^p5[9])^p6[9];
assign c2[10]=(p4[9]&p5[9]) || (p5[9]&p6[9]) || (p6[9]&p4[9]);
assign s2[10]=(p4[10]^p5[10])^p6[10];
assign c2[11]=(p4[10]&p5[10]) || (p5[10]&p6[10]) || (p6[10]&p4[10]);
assign s2[11]=(p4[11]^p5[11])^p6[11];
assign c2[12]=(p4[11]&p5[11]) || (p5[11]&p6[11]) || (p6[11]&p4[11]);
assign s2[12]=(p4[12]^p5[12])^p6[12];
assign c2[13]=(p4[12]&p5[12]) || (p5[12]&p6[12]) || (p6[12]&p4[12]);
assign s2[13]=(p4[13]^p5[13])^p6[13];
assign c2[14]=(p4[13]&p5[13]) || (p5[13]&p6[13]) || (p6[13]&p4[13]);
assign s2[15:14]=2'b0;
assign c2[15]=0;
assign s3[1]=s1[1];														 
assign s3[2]=s1[2];
assign c3[1]=0;
assign c3[2]=0;
assign c3[3]=0;
assign s3[3]=s1[3]^c1[3];
assign c3[4]=s1[3]&c1[3];
assign s3[4]=(s1[4]^c1[4])^s2[4];
assign c3[5]=(s1[4]&c1[4]) || (c1[4]&s2[4]) || (s2[4]&s1[4]);
assign s3[5]=(s1[5]^c1[5])^s2[5];
assign c3[6]=(s1[5]&c1[5]) || (c1[5]&s2[5]) || (s2[5]&s1[5]);
assign s3[6]=(s1[6]^c1[6])^s2[6];
assign c3[7]=(s1[6]&c1[6]) || (c1[6]&s2[6]) || (s2[6]&s1[6]);
assign s3[7]=(s1[7]^c1[7])^s2[7];
assign c3[8]=(s1[7]&c1[7]) || (c1[7]&s2[7]) || (s2[7]&s1[7]);
assign s3[8]=(s1[8]^c1[8])^s2[8];
assign c3[9]=(s1[8]&c1[8]) || (c1[8]&s2[8]) || (s2[8]&s1[8]);
assign s3[9]=(s1[9]^c1[9])^s2[9];
assign c3[10]=(s1[9]&c1[9]) || (c1[9]&s2[9]) || (s2[9]&s1[9]);
assign s3[10]=(s1[10]^c1[10])^s2[10];
assign c3[11]=(s1[10]&c1[10]) || (c1[10]&s2[10]) || (s2[10]&s1[10]);
assign s3[11]=(s1[11]^c1[11])^s2[11];
assign c3[12]=(s1[11]&c1[11]) || (c1[11]&s2[11]) || (s2[11]&s1[11]);
assign s3[12]=(s1[12]^c1[12])^s2[12];
assign c3[13]=(s1[12]&c1[12]) || (c1[12]&s2[12]) || (s2[12]&s1[12]);
assign s3[13]=(s1[13]^c1[13])^s2[13];
assign c3[14]=(s1[13]&c1[13]) || (c1[13]&s2[13]) || (s2[13]&s1[13]);
assign s3[15:14]=2'b0;
assign c3[15]=0;
assign s4[1]=0;														 
assign s4[2]=0;
assign s4[3]=0;
assign s4[4]=0;
assign s4[5]=0;
assign c4[1]=0;
assign c4[2]=0;
assign c4[3]=0;
assign c4[4]=0;
assign c4[5]=0;
assign c4[6]=0;
assign c4[7]=0;
assign s4[6]=c2[6];
assign s4[7]=c2[7]^p7[7];
assign c4[8]=c2[7]&p7[7];
assign s4[8]=c2[8]^p7[8]^p8[8];
assign c4[9]=(c2[8]&p7[8]) || (p7[8]&p8[8]) || (p8[8]&c2[8]);
assign s4[9]=(c2[9]^p7[9])^p8[9];
assign c4[10]=(c2[9]&p7[9]) || (p7[9]&p8[9]) || (p8[9]&c2[9]);
assign s4[10]=(c2[10]^p7[10])^p8[10];
assign c4[11]=(c2[10]&p7[10]) || (p7[10]&p8[10]) || (p8[10]&c2[10]);
assign s4[11]=(c2[11]^p7[11])^p8[11];
assign c4[12]=(c2[11]&p7[11]) || (p7[11]&p8[11]) || (p8[11]&c2[11]);
assign s4[12]=(c2[12]^p7[12])^p8[12];
assign c4[13]=(c2[12]&p7[12]) || (p7[12]&p8[12]) || (p8[12]&c2[12]);
assign s4[13]=(c2[13]^p7[13])^p8[13];
assign c4[14]=(c2[13]&p7[13]) || (p7[13]&p8[13]) || (p8[13]&c2[13]);
assign s4[14]=(c2[14]^p7[14])^p8[14];
assign c4[15]=(c2[14]&p7[14]) || (p7[14]&p8[14]) || (p8[14]&c2[14]);
assign s4[15]=(c2[15]^p7[15])^p8[15];
assign c5[1]=0;											 
assign c5[2]=0;
assign c5[3]=0;
assign c5[4]=0;												
assign s5[1]=s3[1];
assign s5[2]=s3[2];
assign s5[3]=s3[3];
assign s5[4]=s3[4]^c3[4];
assign c5[5]=s3[4]&c3[4];
assign s5[5]=(s3[5]^c3[5])^s4[5];
assign c5[6]=(s3[5]&c3[5]) || (c3[5]&s4[5]) || (s4[5]&s3[5]);
assign s5[5]=(s3[5]^c3[5])^s4[5];
assign c5[6]=(s3[5]&c3[5]) || (c3[5]&s4[5]) || (s4[5]&s3[5]);
assign s5[6]=(s3[6]^c3[6])^s4[6];
assign c5[7]=(s3[6]&c3[6]) || (c3[6]&s4[6]) || (s4[6]&s3[6]);
assign s5[7]=(s3[7]^c3[7])^s4[7];
assign c5[8]=(s3[7]&c3[7]) || (c3[7]&s4[7]) || (s4[7]&s3[7]);
assign s5[8]=(s3[8]^c3[8])^s4[8];
assign c5[9]=(s3[8]&c3[8]) || (c3[8]&s4[8]) || (s4[8]&s3[8]);
assign s5[9]=(s3[9]^c3[9])^s4[9];
assign c5[10]=(s3[9]&c3[9]) || (c3[9]&s4[9]) || (s4[9]&s3[9]);
assign s5[10]=(s3[10]^c3[10])^s4[10];
assign c5[11]=(s3[10]&c3[10]) || (c3[10]&s4[10]) || (s4[10]&s3[10]);
assign s5[11]=(s3[11]^c3[11])^s4[11];
assign c5[12]=(s3[11]&c3[11]) || (c3[11]&s4[11]) || (s4[11]&s3[11]);
assign s5[12]=(s3[12]^c3[12])^s4[12];
assign c5[13]=(s3[12]&c3[12]) || (c3[12]&s4[12]) || (s4[12]&s3[12]);
assign s5[13]=(s3[13]^c3[13])^s4[13];
assign c5[14]=(s3[13]&c3[13]) || (c3[13]&s4[13]) || (s4[13]&s3[13]);
assign s5[14]=(s3[14]^c3[14])^s4[14];
assign c5[15]=(s3[14]&c3[14]) || (c3[14]&s4[14]) || (s4[14]&s3[14]);
assign s5[15]=s4[15];
assign c6[1]=0;											 
assign c6[2]=0;
assign c6[3]=0;
assign c6[4]=0;	
assign c6[5]=0;												
assign s6[1]=s5[1];
assign s6[2]=s5[2];
assign s6[3]=s5[3];
assign s6[4]=s5[4];
assign s6[5]=s5[5]^c5[5];
assign c6[6]=s5[5]&c5[5];
assign s6[6]=(s5[6]^c5[6])^c4[6];
assign c6[7]=(s5[6]&c5[6]) || (c5[6]&c4[6]) || (c4[6]&s5[6]);
assign s6[7]=(s5[7]^c5[7])^c4[7];
assign c6[8]=(s5[7]&c5[7]) || (c5[7]&c4[7]) || (c4[7]&s5[7]);
assign s6[8]=(s5[8]^c5[8])^c4[8];
assign c6[9]=(s5[8]&c5[8]) || (c5[8]&c4[8]) || (c4[8]&s5[8]);
assign s6[9]=(s5[9]^c5[9])^c4[9];
assign c6[10]=(s5[9]&c5[9]) || (c5[9]&c4[9]) || (c4[9]&s5[9]);
assign s6[10]=(s5[10]^c5[10])^c4[10];
assign c6[11]=(s5[10]&c5[10]) || (c5[10]&c4[10]) || (c4[10]&s5[10]);
assign s6[11]=(s5[11]^c5[11])^c4[11];
assign c6[12]=(s5[11]&c5[11]) || (c5[11]&c4[11]) || (c4[11]&s5[11]);
assign s6[12]=(s5[12]^c5[12])^c4[12];
assign c6[13]=(s5[12]&c5[12]) || (c5[12]&c4[12]) || (c4[12]&s5[12]);
assign s6[13]=(s5[13]^c5[13])^c4[13];
assign c6[14]=(s5[13]&c5[13]) || (c5[13]&c4[13]) || (c4[13]&s5[13]);
assign s6[14]=(s5[14]^c5[14])^c4[14];
assign c6[15]=(s5[14]&c5[14]) || (c5[14]&c4[14]) || (c4[14]&s5[14]);
assign s6[15]=s5[15]^c4[15];
assign c6[16]=s5[15]&c4[15];
assign q[1]=s6[1];											 
assign q[2]=s6[2];
assign q[3]=s6[3];
assign q[4]=s6[4];												
assign q[5]=s6[5];	
assign q[6]=s6[6]^c6[6];
assign car=s6[6]&c6[6];
assign q[7]=s6[7]^c6[7]^car;
assign car1=(s6[7]&c6[7]) || (c6[7]&car) || (car&s6[7]);
assign q[8]=s6[8]^c6[8]^car1;
assign car2=(s6[8]&c6[8]) || (c6[8]&car1) || (car1&s6[8]);
assign q[9]=s6[9]^c6[9]^car2;
assign car3=(s6[9]&c6[9]) || (c6[9]&car2) || (car2&s6[9]);
assign q[10]=s6[10]^c6[10]^car3;
assign car4=(s6[10]&c6[10]) || (c6[10]&car3) || (car3&s6[10]);
assign q[11]=s6[11]^c6[11]^car4;
assign car5=(s6[11]&c6[11]) || (c6[11]&car4) || (car4&s6[11]);
assign q[12]=s6[12]^c6[12]^car5;
assign car6=(s6[12]&c6[12]) || (c6[12]&car5) || (car5&s6[12]);
assign q[13]=s6[13]^c6[13]^car6;
assign car7=(s6[13]&c6[13]) || (c6[13]&car6) || (car6&s6[13]);
assign q[14]=s6[14]^c6[14]^car7;
assign car8=(s6[14]&c6[14]) || (c6[14]&car7) || (car7&s6[14]);
assign q[15]=s6[15]^c6[15]^car8;
assign q[16]=c6[16];
endmodule
==> out/notes.md <==
Setup repair after global routing left no endpoint under its margin. Total power normalized to cell area comes to 157 nW/um^2. Before antenna repair, the detailed router went through 4 iterations. At the worst endpoint, the required time is 6880 ps. According to the floorplan report, the placeable core area is 7690 sq um.

With the fraction of synthesized cell area taken by the top area cell type at 38.9%, the number of global-route vias before repair is 2224. The logs give 119 MHz for the achievable frequency and 16.9% for the overall track demand over capacity in global routing. The highest supply drop recorded on VDD is 0.138 mV. Global routing finished with a remaining overflow of 0. The run finished with clean final reports.

The design has 0 sequential cells. The tools report the count of endpoints failing hold in the final timing report as 0. Once routing completed, OpenROAD measured the worst setup slack at 200 ps. During I/O placement, the number of pins put on the boundary was 213. The leakage component of the power was reported as 2.19 nW. The max-slew violation count was 0; the total wirelength of the detailed-routed design was 6.75 mm. Per the gpl log, the routability congestion estimate is 0.854.

By instance count after routing, the leading logic cell types are 142 x sky130_fd_sc_hd__clkdlybuf4s50_1, 80 x sky130_fd_sc_hd__inv_1, 61 x sky130_fd_sc_hd__buf_4. The height of the die is 90.8 um, and the violation count after the first detailed-route iteration is 53. Routing resource usage on met3 recorded by global route was 3.60%. For reference, the placement row count at floorplan is 32.

By area the synthesized netlist is led by sky130_fd_sc_hd__fa_1 39%, sky130_fd_sc_hd__buf_4 24%, sky130_fd_sc_hd__inv_1 13%, sky130_fd_sc_hd__and2_1 8.5%, sky130_fd_sc_hd__ha_1 8.5%. The most common logic cell in the final layout is sky130_fd_sc_hd__clkdlybuf4s50_1. Buffers inserted to repair hold after CTS numbered 0. The sequential cell area is 0 sq um, and the netlist area before placement is 2370 sq um. For this run, global-route usage on met1 was measured as 23.7%. After layout, the clock buffer instance count stands at 0. Highest fanout seen on the critical path: 2. Yosys stat counts 291 cells in the synthesized netlist.

The worst slack after detailed placement was -972 ps. Yosys reports a chip area of 2370 sq um. The largest total area in the synthesized netlist belongs to sky130_fd_sc_hd__fa_1. Post-route period utilization is reported as 97.7%.

The first global-routing pass estimated 10.9 mm of wire. The logs give 0 for the number of DRC violations after detailed routing and 0 for the tally of nets with antenna violations remaining after routing. The class of the tightest hold or removal check was in2out. The final-report setup violation count is 0, and the signed area change from the synthesized netlist to the final layout is 77.3%. Cells with a size suffix above 1 make up 20.7% of the layout. From left edge to right edge, the die measures 90.8 um.

The OpenROAD report gives the critical path a data arrival time of 6680 ps. The total number of warnings across the stage logs was 33. For met2 alone, demand over resource in global routing was 29.4%. The tools report the maximum number of pins on one net before global-route repair as 9. After legalization and detailed placement, the total HPWL measured 6.28 mm. The final hold slack was 4240 ps.

The type of origin of the critical path was an input port. The run gives 0 for the count of max-cap constraint violations. Counting I/O delays and the setup requirement, the final critical path takes 8400 ps. Per the placement log, port buffering inserted 158 buffers. The synthesized netlist contains 9 unique library cells. The tools report the number of antenna repair diodes as 0. The start-to-end type of the worst setup path is in2out. The fraction of the yosys area taken by sequential cells came out at 0%. The logs give 30.8% for the starting utilization of the core area and 8250 sq um for the area enclosed by the die boundary.

The most crowded layer after global routing was met2. The worst setup path is captured at an output pin. Dividing the detail-routed via count by the number of cells gives 3.79.

In this run the mean area of a mapped cell was 8.13 sq um. The synthesis report lists the Yosys warning total as 2. The design draws 0.000657 W.

Synthesized netlist cell count: 291. The script logs the mean routed wire length per placed instance as 11.4 um. Per the detail_route report, the via count comes to 2238. The run gives 0 for the number of antenna violations at the first check in global routing.
[cell usage after synthesis]
| library cell | count |
|---|---|
| sky130_fd_sc_hd__xnor3_1 | 1 |
| sky130_fd_sc_hd__ha_1 | 16 |
| sky130_fd_sc_hd__buf_4 | 76 |
| sky130_fd_sc_hd__inv_1 | 85 |
| sky130_fd_sc_hd__clkbuf_2 | 1 |
| sky130_fd_sc_hd__nand2_1 | 33 |
| sky130_fd_sc_hd__and2_1 | 32 |
| sky130_fd_sc_hd__conb_1 | 1 |
| sky130_fd_sc_hd__fa_1 | 46 |
[critical path, stage by stage]
cell                     delay (ps)
sky130_fd_sc_hd__buf_8          100
sky130_fd_sc_hd__buf_6          100
sky130_fd_sc_hd__and2_4         130
sky130_fd_sc_hd__fa_2           570
sky130_fd_sc_hd__inv_2           40
sky130_fd_sc_hd__fa_1           510
sky130_fd_sc_hd__fa_1           530
sky130_fd_sc_hd__inv_2           50
sky130_fd_sc_hd__ha_4           260
sky130_fd_sc_hd__fa_2           200
sky130_fd_sc_hd__fa_2           190
sky130_fd_sc_hd__fa_2           190
sky130_fd_sc_hd__inv_2           40
sky130_fd_sc_hd__fa_2           330
sky130_fd_sc_hd__fa_2           350
sky130_fd_sc_hd__fa_2           350
sky130_fd_sc_hd__fa_2           350
sky130_fd_sc_hd__fa_2           520
sky130_fd_sc_hd__inv_1           30
sky130_fd_sc_hd__buf_2          100
[where the power goes]
| group | switching [W] | internal (W) | leakage (nW) |
|---|---|---|---|
| logic | 0.000201 | 0.000457 | 2.19 |
| clock network | 0 | 0 | 0 |
| registers | 0 | 0 | 0 |
| total | 0.000201 | 0.000457 | 2.19 |
[what timing repair did]
action / 4_1_cts / 5_1_grt
cloned: 0 / 0
endpoints found under the setup margin: 5 / 3
setup buffers: 4 / 3
resized: 79 / 12
pin swaps: 20 / 16
hold endpoints to repair: 0 / 0
[final cells by class]
type                            count  area (sq um)
Timing Repair Buffer              220          2000
Inverter                           85           319
Tap cell                          102           128
Multi-Input combinational cell    183          1750
Fill cell                         706          3490
[logic make-up after synthesis]
family / synth area share [%]
and+or+nand+nor: 13.7
xor gates and xnor gates: 0.952
adders and majority gates: 47.4
other: 0.158
buffers and inverters: 37.8
[per-layer routing]
layer | part of all wire, % | wire, um
met5 | 0 | 0
met4 | 0.15 | 10
met3 | 9.4 | 635
met2 | 50 | 3380
met1 | 40 | 2720
[path summary, 6_finish.rpt]
check	start	end	slack, ps	depth (start not counted)
setup / recovery	b[4]	q[14]	200	20
hold / removal	b[1]	s2[4]	4240	4
[through the flow]
stage	TNS (ps)	util [%]	instance area, sq um	std cells
global placement	-2560	53.5	4120	583
floorplan	0	-	2570	345
finish	0	54.6	4200	590
global route	0	54.6	4200	590
detailed placement	-2830	53.5	4120	583
CTS	-115	54.1	4160	587
Power and IR drop assume default switching activity.
