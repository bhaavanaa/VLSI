$ cat ./run.sh
#!/bin/bash
# OpenROAD 26Q1-2900-gdf79404cd8, Yosys 0.63+post, stock flow scripts
make -C /OpenROAD-flow-scripts/flow DESIGN_CONFIG=/design/flow/config.mk WORK_HOME=/design/flow/orfs finish
$ cat ./config.mk
export PLATFORM = sky130hd
export DESIGN_NAME = thirtytwo_bit_addercop
export DESIGN_NICKNAME = thirtytwo_bit_addercop
export VERILOG_FILES = /design/flow/design.v
export SDC_FILE = /design/flow/constraint.sdc
export NUM_CORES = 4
export LEC_CHECK = 1
export CORE_AREA = 10 10 100 100
export DIE_AREA = 0 0 110 110
$ cat ./constraint.sdc
current_design thirtytwo_bit_addercop

set clk_period 14.0
set clk_io_pct 0.2

create_clock -name clk0 -period $clk_period

set non_clock_inputs [all_inputs -no_clocks]
set_input_delay [expr $clk_period * $clk_io_pct] -clock clk0 $non_clock_inputs
set_output_delay [expr $clk_period * $clk_io_pct] -clock clk0 [all_outputs]
$ cat ./design.v
module fulladdercop(A, B, C, sum, carry);
	input A, B;
	input C;
	output sum, carry;
	assign sum = (A^B)^C;
	assign carry = (A&B)|(B&C)|(C&A);
endmodule
module four_bit_addercop(A, B, C, sum, carry);
	input [3:0] A, B;	
	input C;
	output [3:0] sum;
	output carry;
	wire W0, W1, W2;
	fulladdercop FA_0(A[0], B[0], C, sum[0], W0);
	fulladdercop FA_1(A[1], B[1], W0, sum[1], W1);
	fulladdercop FA_2(A[2], B[2], W1, sum[2], W2);
	fulladdercop FA_3(A[3], B[3], W2, sum[3], carry);
endmodule
module eight_bit_addercop(A, B, C, sum, carry);
	input[7:0] A, 
B;	
	input C;
	output[7:0] sum;
	output carry;
	wire W0;
	four_bit_addercop FBA_0(A[3:0], B[3:0], C, sum[3:0], W0);
	four_bit_addercop FBA_1(A[7:4], B[7:4], W0, sum[7:4], carry);
endmodule
module sixteen_bit_addercop(A, B, C, sum, carry);
	input[15:0] A, B;	
	input C;
	output[15:0] sum;
	output carry;
	wire W0;
	eight_bit_addercop EBA_0(A[7:0], B[7:0], C, sum[7:0], W0);
	eight_bit_addercop EBA_1(A[15:8], B[15:8], W0, sum[15:8], carry);
endmodule
module thirtytwo_bit_addercop(A, B, C, sum, carry);
	input[31:0] A, B;	
	input C;
	output[31:0] sum;
	output carry;
	wire W0;
	sixteen_bit_addercop EBA_0(A[15:0], B[15:0], C, sum[15:0], W0);
	sixteen_bit_addercop EBA_1(A[31:16], B[31:16], W0, sum[31:16], carry);
endmodule
==> CHANGELOG.md <==
### Physical design

* Synth area leaders: fa_1 70%, buf_4 26%, inv_1 4.1%
* Area share, top type at 0.6975
* Initial antenna violation count at 0
* Max-Cap Viols at 0
* Post-synth seq share at 0
* Final Setup Violations at 10
* Final setup margin at -3.014 ns
* Critical Path Start Type: primary input
* Yosys stat cell total at between 70 and 80
* Fmax at 0.05877 GHz
* Total grt overflow at 0
* # clk buffers at 0
* Commonest Layout Cell: clkdlybuf4s50_1
* Die height at about 110 um
* Relative max-transition margin at 0.9220
* Setup Fix Bufs, Post-CTS at 0
* Lkg Pwr at 0.6507 nW
* Power per standard cell area at roughly 40 nW/um2
* Post-route DRC at 0
* Tool Warnings at 35
* Setup TNS Final at -17.39 ns
* Vias at between 700 and 800
* Largest net degree at the start of global routing at 2
* Outcome: finished, violations left
* DP Wirelength at roughly 3000 um
* Synth Warn # at 0
* Reg area at 0 um2
* Registers at 0
* Die x size at ~110 um
* Setup CP Type: in2out
* Logic area at around 720 um2
* Port Buffer Count at 98
* Max FO, Critical Path at 1
* Peak VDD IR at between 0.01 and 0.015 mV
* Tot Pwr at approximately 0.073 mW
* Cell taking the most area after synthesis: fa_1
* Synth Instances at 74
* Design Area, Final at roughly 1800 um2
* Routed Antenna Nets at 0
* Count of cell types in the netlist at 3
* Hold Crit Class: in2out
* Placer Congestion at between 0.8 and 0.9
* Core ar. at about 7800 um2
* Antenna fix cells at 0
* CP required at approximately 11 ns
* Arr. time, crit path at 14.21 ns
* Most frequent CP cell: fa_2
* CP max stage cell: fa_2
* Final-report max-slew violation count at 0
* Fin crit share at 1.215
* Final hold violations at 0
* 1st-iter DRT viols at 14
* Dominant logic cell types in the final layout: 81 x clkdlybuf4s50_1, 32 x fa_2, 12 x buf_2
* Synthesized area at just over 900 um2
* Share of layout cells above drive strength 1 at 0.3714
* Num rows at 32
* Dpl cell area at about 1900 um2
* Avg WL per Cell at ~13 um
* I/O Pins at ~98
* Gr usage total at 0.04604
* Chip Area, Yosys at approximately 920 um2
* Worst slew pin tran at between 0.1 and 0.15 ns
* Layout fillers at 854
* Area growth, synth to finish at 98.91%
* Synth Area per Inst at between 10 and 15 um2
* Chip area at between 10000 and 15000 um2
* CP peak stage delay at between 0.4 and 0.5 ns
* First-pass GRT wire length at 4367 um
* Number of global-route vias before repair at between 800 and 900
* Drt pass-1 iters at 2
* RSZ-0062 raised after global routing: true
* Tmin final at approximately 17 ns
* Crit end category: output port
* Via-per-instance ratio at between 3 and 4
* Total routed wirelength at between 3000 and 4000 um
* Starting density of the core at 0.1176
* Failing checks: setup timing
-- worst max-delay path: cells and delay by family --
kind / cells / cell delay (ns)
adders and majority gates: 32 / 11.02
buffers and inverters: 6 / 0.38
-- cells by family after synthesis --
family,count (synthesis),share of synthesized area
buf+inv,42,0.3025
fa+ha+maj,32,0.6975
-- per-stage QoR --
stage                       util  hold WS, ns  setup WS [ns]  instances
after floorplan                -        5.827         -2.619         74
after global placement    0.2410        6.658         -3.906        242
after detailed placement  0.2410        6.666         -3.939        242
after CTS                 0.2340        6.353         -3.076        242
after global routing      0.2340        6.397         -3.291        242
final                     0.2340        6.351         -3.014        242
-- metal layers --
| layer | track usage | share of wire | vias to the layer above | wire length, um |
|---|---|---|---|---|
| met2 | 0.06266 | 0.33 | 90 | 1020 |
| met1 | 0.05848 | 0.39 | 326 | 1199 |
| met3 | 0.03878 | 0.27 | 0 | 831 |
| met4 | 0 | 0 | 0 | 0 |
| li1 | - | - | 312 | - |
| met5 | 0 | 0 | - | 0 |
-- repair_timing --
item / 4_1_cts / 5_1_grt
pin swaps: 0 / 0
endpoints found under the setup margin: 13 / 11
gates resized: 53 / 1
hold endpoints to repair: 0 / 0
hold buffers: 0 / 0
-- cell usage after synthesis (all sizes together) --
master / number
buf: 32
fa: 32
inv: 10
-- worst paths after layout --
check | from | end | slack [ns] | cells after the start
max | A[0] | sum[31] | -3.01 | 38
min | B[0] | sum[0] | 6.35 | 5
-- cell type report --
cell class,instances,area share
multi-input cells,32,0.3945
repair buffers,98,0.5055
well taps,102,0.06986
inverters,10,0.03014
-- power breakdown --
group          switching, mW  internal [mW]  leakage, nW  total [mW]
registers                  0              0            0           0
clock network              0              0            0           0
logic                 0.0206         0.0522        0.651      0.0728
total                 0.0206         0.0522        0.651      0.0728
Power is estimated from default activity; no workload was simulated.
